--- /design/flow/config.mk ---
export PLATFORM = sky130hd
export DESIGN_NAME = controller
export DESIGN_NICKNAME = controller
export VERILOG_FILES = /design/flow/design.v
export SDC_FILE = /design/flow/constraint.sdc
export NUM_CORES = 4
export LEC_CHECK = 1
export CORE_AREA = 10 10 85 85
export DIE_AREA = 0 0 95 95
--- /design/flow/constraint.sdc ---
current_design controller

set clk_period 5.4
set clk_io_pct 0.2

create_clock -name clk0 -period $clk_period [get_ports {clk}]

set non_clock_inputs [all_inputs -no_clocks]
set_input_delay [expr $clk_period * $clk_io_pct] -clock clk0 $non_clock_inputs
set_output_delay [expr $clk_period * $clk_io_pct] -clock clk0 [all_outputs]
--- /design/flow/design.v ---
module controller (
  input wire clk,          
  input wire reset,        
  input wire UP,           
  input wire DN,           
  output wire [15:0] FTW   
);
  reg [7:0] up_cnt;        
  reg [7:0] dn_cnt;        
  reg up_carry, dn_borrow;  
  always @(posedge clk or posedge reset) begin
    if (reset) begin
      up_cnt <= 8'b0;
      up_carry <= 0;
    end else if (UP) begin
      if (up_cnt == 8'hFF) begin
        up_cnt <= 8'b0;
        up_carry <= 1;
      end else begin
        up_cnt <= up_cnt + 1;
        up_carry <= 0;
      end
    end
  end
  always @(posedge clk or posedge reset) begin
    if (reset) begin
      dn_cnt <= 8'b0;
      dn_borrow <= 0;
    end else if (DN) begin
      if (dn_cnt == 8'hFF) begin
        dn_cnt <= 8'b0;
        dn_borrow <= 1;
      end else begin
        dn_cnt <= dn_cnt + 1;
        dn_borrow <= 0;
      end
    end
  end
  assign FTW = {8'b0, up_cnt} - {8'b0, dn_cnt};
endmodule
--- /design/flow/run.sh ---
#!/bin/bash
# OpenROAD 26Q1-2900-gdf79404cd8, Yosys 0.63+post, stock flow scripts
make -C /OpenROAD-flow-scripts/flow DESIGN_CONFIG=/design/flow/config.mk WORK_HOME=/design/flow/orfs finish
==> run_results.csv <==
group,metric,value,unit
yosys,synthTopCellsByArea,"dfrtp_1, ha_1, xnor2_1",
grt,grt_pass1_vias,811,
die,fp-utilization,21.0,%
sta,skew,0.000744,ns
detailed_routing,ant_nets,0,
critical_path,crit_type,"reg -> out",
critical_path,cp_num_buf_inv,2,
detailed_routing,route.detailed.drc,0,
detailed_routing,wl,2.30,mm
yosys,synthFlopType,"dfrtp_1",
layout,final-comb-area,639,um^2
yosys,top_area_share,34.9,%
clock_network,cts_buffers,3,
placement,hpwl,1.80,mm
grt,track_usage,5.10,%
hold_path,whs_endpoint,"dn_cnt[6]",
critical_path,startpoint_type,"register",
grt,grt-ovfl-total,0,
sta,max_slew.worst_pin.slew,0.637,ns
grt,antenna_found_initial,0,
die,die-area,0.00903,mm^2
grt,grt_pass1_wl,3.76,mm
clock_network,cts_resized,0,
critical_path,worstReg2RegEnd,"up_cnt[5]",
hold_path,hold_path.class,"reg -> reg",
layout,layout-drive-gt1-share,8.63,%
die,rows,27,
clock_network,cts.sinks,16,
job,cap_violations,0,
critical_path,required,4.32,ns
grt,grt_start_max_net_pins,17,
critical_path,path_cells,"inv_1, ha_1, fa_1, nor2b_4, o21ai_2, a21boi_2, o21ai_1, o2bb2ai_1, clkdlybuf4s50_1",
clock_network,cts_setup_buffers,0,
clock_network,cts_hold_buf,0,
clock_network,cts.reportedPaths.clkPinSlew,0.06,ns
sta,hold_viol_final,0,
sta,setup_viol,0,
placement,dpl_cell_area,0.00138,mm^2
yosys,synthesis.instances,124,
layout,seq_area,400,um^2
yosys,synth_area_leader_cell,"dfrtp_1",
clock_network,cts_tree,"yes",
power_and_ir_drop,p_leak,0.576,nW
placement,portBuffers,19,
sta,post-route-period-util,68.0,%
critical_path,rr_worst_depth,6,
detailed_routing,vias_per_cell,4.18,
clock_network,cts_root_buf,"clkbuf_8",
layout,finalInstanceArea,0.00142,mm^2
layout,fill_cells,583,
yosys,ys_seq_share,34.9,%
placement,gp_congestion,0.838,
power_and_ir_drop,power,1.04,mW
power_and_ir_drop,peakVddDrop,365,uV
critical_path,critPathArrivalTime,2.59,ns
job,warning_count,25,
die,die_y,95,um
detailed_routing,vias,883,
layout,stdcell_count,211,
sta,slew_viol_final,0,
yosys,async_reset_ff_share,100,%
detailed_routing,drt_iter0_markers,48,
critical_path,cp_max_fo,8,
sta,rsz0062_at_grt,"no",
yosys,ys_chip_area,0.00115,mm^2
critical_path,cp-end-kind,"output pin",
hold_path,holdPathStages,1,
layout,syn_to_final_growth,23.4,%
yosys,ys.flops,16,
critical_path,crit_slowest_cell,"clkdlybuf4s50_1",
detailed_routing,drt_first_pass_iters,4,
sta,fin_setup_tns,0,ns
sta,relSlewSlack,57.5,%
yosys,yosys_warnings,1,
die,die_w,95,um
yosys,yosys.cell_types.count,35,
outcome,outcome,"completed",
clock_network,htreeDepth,1,
yosys,edf_count,0,
yosys,netlist_area,0.00115,mm^2
detailed_routing,antennaDiodeCount,0,
sta,period_minus_slack,3.67,ns
sta,max_freq,0.272,GHz
hold_path,min-delay-start,"dn_cnt[6]",
critical_path,critPathTopFamily,"adder cells",
clock_network,cts_buffer_depth,2,
placement,place_ws,1.98,ns
power_and_ir_drop,p_per_area,737,mW/mm^2
critical_path,reg2reg_from,"up_cnt[1]",
die,io_pins,20,
critical_path,slowest_delay,0.46,ns
detailed_routing,wl_per_cell,10.9,um
die,design.core.area,0.00547,mm^2
critical_path,reg2reg_setup_slack,4.08,ns
sta,fin_ws,1.73,ns
clock_network,clk_latency,0.25,ns
yosys,syn_area_per_cell,9.26,um^2
yosys,yosys-stat-cells,124,
placement,dp_cells,208,
[synth_stat cells (2+ instances only)]
cell	count
dfrtp_1	16
nand4_1	2
ha_1	10
xnor2_1	13
o21ai_1	4
nand3_1	3
inv_1	15
nor2b_1	2
o21ai_0	4
a21boi_2	2
nand2_1	10
nor2_1	12
o21a_1	3
buf_4	7
[cells by family (layout without fill, tap and decap cells)]
logic type	count (synthesis)	count (layout)	share of synthesized area (%)
buffers and inverters	22	37	9.48
DFF	16	16	34.9
AOI/OAI and AO/OA	26	26	16.8
xor gates and xnor gates	13	13	9.91
adders and majority gates	11	11	12.6
and+or+nand+nor	36	36	16.3
[per-stage QoR]
step / hold WS, ns / utilization (%)
floorplan: 0.467 / -
global placement: 0.495 / 25.1
detailed placement: 0.505 / 25.1
CTS: 0.513 / 25.9
global route: 0.531 / 25.9
finish: 0.505 / 25.9
[worst max path at each step]
stage | start | to | slack (ns) | cells past startpoint
4_1_cts | up_cnt[0] | FTW[12] | 1.70 | 9
5_1_grt | up_cnt[0] | FTW[15] | 1.52 | 9
6_report | up_cnt[0] | FTW[15] | 1.73 | 9
[worst reg2reg max path, stage by stage, from the launching register on]
cell and delay (ns):
dfrtp_1 0.42, ha_1 0.19, nand2_1 0.12, nor2_4 0.20, a31oi_1 0.10, o21ai_1 0.11, o21ai_1 0.07
[flip-flops by register name (all words and copies together), names as in the netlist]
register and count:
up_cnt 8, dn_cnt 8
[placed cells by master, fill, tap and decap left out, types with 2 or more instances in the layout]
| cell | count |
|---|---|
| ha_1 | 10 |
| inv_1 | 15 |
| nand3_1 | 3 |
| a21boi_2 | 2 |
| o21ai_0 | 4 |
| o21ai_1 | 4 |
| nand2_1 | 10 |
| nand4_1 | 2 |
| clkdlybuf4s50_1 | 19 |
| o21a_1 | 3 |
| dfrtp_1 | 16 |
| xnor2_1 | 13 |
| nor2_1 | 12 |
| clkbuf_8 | 3 |
| nor2b_1 | 2 |
[layout make-up]
| type | count | area share (%) |
|---|---|---|
| inverter | 15 | 3.97 |
| multi-input combinational | 86 | 45.1 |
| sequential | 16 | 28.2 |
| timing repair buffer | 19 | 13.4 |
| clock buffer | 3 | 2.91 |
| tap | 72 | 6.35 |
[routing by layer]
layer  routed length, um  up-vias  track usage, %
li1                    -      449               -
met1                1140      405            7.79
met2                 813       25            6.29
met3                 319        4            2.56
met4                  29        0           0.748
met5                   0        -               0
[where the power goes]
group | internal [mW] | switching (mW)
Sequential | 0.165 | 0.0566
Combinational | 0.467 | 0.266
Clock | 0.0494 | 0.0403
Total | 0.681 | 0.363
Power is estimated from default activity; no workload was simulated.
